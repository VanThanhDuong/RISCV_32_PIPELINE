==> ./design.v <==
module FullAdder(s,c,x,y,z);
	input x, y, z;
	output c, s;
	assign s = (x^y)^z;
	assign c = x*y+y*z+z*x;
endmodule
module cong_32bit(s,cout,x,y,cin);
	parameter WID_DATA=32;
	input [WID_DATA-1:0]x, y;
	input cin;
	output [WID_DATA-1:0]s;
	output cout;
	wire net[0:WID_DATA-1];
	genvar i;
	FullAdder FA0(.s(s[0]), .c(net[0]), .x(x[0]), .y(y[0]), .z(cin));
	generate
		for (i=1; i<31; i=i+1)
			FullAdder FA(.s(s[i]), .c(net[i]), .x(x[i]), .y(y[i]), .z(net[i-1]));
	endgenerate
	FullAdder FA31(.s(s[31]), .c(cout), .x(x[31]), .y(y[31]), .z(net[30]));
endmodule
==> ./run.sh <==
#!/bin/bash
# OpenROAD 26Q1-2900-gdf79404cd8, Yosys 0.63+post, stock flow scripts
make -C /OpenROAD-flow-scripts/flow DESIGN_CONFIG=/design/flow/config.mk WORK_HOME=/design/flow/orfs finish
==> ./config.mk <==
export PLATFORM = sky130hd
export DESIGN_NAME = cong_32bit
export DESIGN_NICKNAME = cong_32bit
export VERILOG_FILES = /design/flow/design.v
export SDC_FILE = /design/flow/constraint.sdc
export NUM_CORES = 4
export LEC_CHECK = 1
export CORE_AREA = 10 10 104 104
export DIE_AREA = 0 0 114 114
==> ./constraint.sdc <==
current_design cong_32bit

set clk_period 41.6
set clk_io_pct 0.2

create_clock -name clk0 -period $clk_period

set non_clock_inputs [all_inputs -no_clocks]
set_input_delay [expr $clk_period * $clk_io_pct] -clock clk0 $non_clock_inputs
set_output_delay [expr $clk_period * $clk_io_pct] -clock clk0 [all_outputs]
==> results.json <==
{
  "remaining_drc_errors": 0,
  "end_kind": "primary output",
  "setup_tns_ps": 0,
  "hold_start": "cin",
  "slowest_stage": "clkdlybuf4s50_1",
  "drtIter0Drc": 9,
  "drv_slew": 0,
  "wirelength_um": 3020,
  "chipWidth_um": 114,
  "antenna_found_initial": 0,
  "first_pass_iters": 2,
  "port_buffers": 98,
  "hold_buffers": 0,
  "synth_area_per_cell_um2": 12.4,
  "fmax_ghz": 0.0332,
  "use_met3_pct": 5.21,
  "drive_above_1_share_pct": 0,
  "yosysUniqueCellTypes": 3,
  "fin_area_mm2": 0.00179,
  "dp_cells": 248,
  "vias": 723,
  "rows": 34,
  "die_area_mm2": 0.0130,
  "critical_path_class": "input port to primary output",
  "syn_area_um2": 918,
  "area_growth_pct": 95.4,
  "ff_count": 0,
  "layout.cells.non_filler": 248,
  "yosys_cells": 74,
  "leakage_nw": 0.670,
  "dpl_worst_slack_ps": 11420,
  "setup_viol_count_final": 0,
  "p_per_area_mw_per_mm2": 14.3,
  "postRouteAntennaNets": 0,
  "fin_ws_ps": 11470,
  "grt_max_degree": 2,
  "dp_hpwl_um": 2980,
  "clkbuf_count": 0,
  "total_power_uw": 25.7,
  "hold_class": "input port to primary output",
  "startpoint": "y[0]",
  "core_mm2": 0.00868,
  "n_antenna_cell": 0,
  "routedWlPerCell_um": 12.2,
  "yosys_warnings": 1,
  "via_per_inst": 2.92,
  "p_int_uw": 19.1,
  "arrival_ps": 21810,
  "grt_pass1_vias": 929,
  "slew_headroom_pct": 92.7,
  "required_ps": 33280,
  "postSynthSeqShare_pct": 0,
  "seqPwrFrac_pct": 0,
  "syn_inst": 74,
  "p_clk_share_pct": 0,
  "rsz0062_at_grt": "no",
  "final_hold_viol_count": 0,
  "grtUsageMet1_pct": 5.36,
  "grt.busiest_layer": "met2",
  "warning_count": 32,
  "placed_cell_area_mm2": 0.00179,
  "io_pins": 98,
  "overflow": 0,
  "cts_setup_buffers": 0,
  "combPwrFrac_pct": 100.0,
  "cp_top_family": "adder cells",
  "fin_util_pct": 20.7,
  "grt_pass1_wl_um": 4840,
  "crit_buf_inv": 6,
  "grt_usage_pct": 4.54,
  "peakVddDrop_mv": 0.00435,
  "grt_use_met2_pct": 5.66,
  "worst_pin_slew_ps": 110,
  "power_switching_uw": 6.65,
  "critPathLaunchType": "input port",
  "crit_fanout": 1,
  "die_h_um": 114,
  "status": "complete, no violations",
  "seqCellArea_um2": 0,
  "whs_ps": 17680,
  "critPathMostFrequentCell": "fa_1",
  "maxCapViolCount": 0,
  "period_used_pct": 72.4,
  "ctsResizeCount": 0,
  "crit_path_max_incr_delay_ps": 460,
  "fin_crit_ps": 30130,
  "initCoreUtil_pct": 10.6,
  "ys_chip_area_um2": 918,
  "place.gp.congestion": 0.732,
  "switching_share_pct": 25.8
}
worst paths after layout:
| kind | cells after the start | endpoint | slack (ps) |
|---|---|---|---|
| setup / recovery | 38 | s[31] | 11470 |
| hold / removal | 5 | s[0] | 17680 |
final cells by class:
type	instances	area, um^2
fill	964	6880
inverter	10	37.5
multi-input combinational	32	641
tap	108	135
timing repair buffer	98	981
power by group through the flow:
| stage | Clock [mW] | Sequential [mW] | Combinational [mW] |
|---|---|---|---|
| final | 0 | 0 | 0.0257 |
| after global routing | 0 | 0 | 0.0295 |
| after CTS | 0 | 0 | 0.0268 |
per-layer routing:
| metal | up-vias | routed length, um |
|---|---|---|
| li1 | 312 | - |
| met1 | 314 | 1200 |
| met2 | 97 | 873 |
| met3 | 0 | 943 |
| met4 | 0 | 0 |
| met5 | - | 0 |
synthesized netlist by cell type (all sizes together):
cell type  count  area (um^2)
buf           32          240
inv           10         37.5
fa            32          641
worst min-delay path: cells and delay by family:
family | cells | cell delay [ps]
fa+ha+maj | 1 | 150
buf+inv | 4 | 900
cell families after synthesis:
group / after synthesis / share of synthesized area (%)
buf+inv: 42 / 30.2
fa+ha+maj: 32 / 69.8
layout by cell type (no fill, tap or decap):
cell type        synthesis  layout
clkdlybuf4s50_1          0      98
fa_1                    32      32
inv_1                   10      10
Power figures rest on the tool's default switching activity, not on a simulated workload.

### flow/config.mk
export PLATFORM = sky130hd
export DESIGN_NAME = control
export DESIGN_NICKNAME = control
export VERILOG_FILES = /design/flow/design.v
export SDC_FILE = /design/flow/constraint.sdc
export NUM_CORES = 4
export LEC_CHECK = 1
export CORE_AREA = 10 10 79 79
export DIE_AREA = 0 0 89 89
### flow/constraint.sdc
current_design control

set clk_period 2.7
set clk_io_pct 0.2

create_clock -name clk0 -period $clk_period

set non_clock_inputs [all_inputs -no_clocks]
set_input_delay [expr $clk_period * $clk_io_pct] -clock clk0 $non_clock_inputs
set_output_delay [expr $clk_period * $clk_io_pct] -clock clk0 [all_outputs]
### flow/design.v
module control(addr, PCSel, ImmSel, RegWEn, BrUn, BrEq, BrLT, BSel, ASel, ALUSel, MemRW, WBSel,Rsel,Wsel);
parameter datawidth=20;
parameter addrwidth=9;
reg [19:0]data1;
input		[addrwidth-1:0]addr;
input BrEq, BrLT;
output [2:0] ImmSel;
output [1:0] WBSel;
output [3:0] ALUSel;
output [2:0] Rsel;
output [1:0] Wsel;
output PCSel, RegWEn, BrUn, BSel, ASel, MemRW ;
reg [2:0] ImmSel1;
reg [1:0] WBSel1;
reg [3:0] ALUSel1;
reg [2:0] Rsel1;
reg [1:0] Wsel1;
reg PCSel1, RegWEn1, BrUn1, BSel1, ASel1, MemRW1 ;
initial
begin 
	PCSel1 = 1'b0;
end
always@(addr or BrEq or BrLT)
begin
	casex(addr)
		9'b0_000_01100 : data1=20'b0_000_1_0_0_0_0000_0_00_000_01;
		9'b1_000_01100 : data1=20'b0_000_1_0_0_0_0001_0_00_000_01;
		9'b0_001_01100 : data1=20'b0_000_1_0_0_0_0010_0_00_000_01;
		9'b0_010_01100 : data1=20'b0_000_1_0_0_0_0011_0_00_000_01;
		9'b0_011_01100 : data1=20'b0_000_1_0_0_0_0100_0_00_000_01;
		9'b0_100_01100 : data1=20'b0_000_1_0_0_0_0101_0_00_000_01;
		9'b0_101_01100 : data1=20'b0_000_1_0_0_0_0110_0_00_000_01;
		9'b1_101_01100 : data1=20'b0_000_1_0_0_0_0111_0_00_000_01;
		9'b0_110_01100:  data1=20'b0_000_1_0_0_0_1000_0_00_000_01;
		9'b0_111_01100 : data1=20'b0_000_1_0_0_0_1001_0_00_000_01;
		9'bx_000_00100: data1=20'b0_000_1_0_0_1_0000_0_00_000_01;
		9'bx_010_00100: data1=20'b0_000_1_0_0_1_0011_0_00_000_01;
		9'bx_011_00100: data1=20'b0_000_1_0_0_1_0100_0_00_000_01;
		9'bx_100_00100: data1=20'b0_000_1_0_0_1_0101_0_00_000_01;
		9'bx_110_00100: data1=20'b0_000_1_0_0_1_1000_0_00_000_01;
		9'bx_111_00100: data1=20'b0_000_1_0_0_1_1001_0_00_000_01;
		9'b0_001_00100: data1=20'b0_000_1_0_0_1_0010_0_00_000_01;
		9'b0_101_00100: data1=20'b0_000_1_0_0_1_0110_0_00_000_01;
		9'b1_101_00100: data1=20'b0_000_1_0_0_1_0111_0_00_000_01;
		9'bx_000_00000: data1=20'b0_000_1_0_0_1_0000_0_00_000_00;
		9'bx_001_00000: data1=20'b0_000_1_0_0_1_0000_0_00_001_00;
		9'bx_010_00000: data1=20'b0_000_1_0_0_1_0000_0_00_010_00;
		9'bx_100_00000: data1=20'b0_000_1_0_0_1_0000_0_00_100_00;
		9'bx_101_00000: data1=20'b0_000_1_0_0_1_0000_0_00_101_00;
		9'bx_000_01000: data1=20'b0_001_0_0_0_1_0000_1_00_000_00;
		9'bx_001_01000: data1=20'b0_001_0_0_0_1_0000_1_01_000_00;
		9'bx_010_01000: data1=20'b0_001_0_0_0_1_0000_1_10_000_00;
		9'bx_000_11000:begin
		case(BrEq) 
		1'b0:  data1 = 20'b0_010_0_1_1_1_0000_0_00_000_00;
		1'b1:  data1 = 20'b1_010_0_1_1_1_0000_0_00_000_00; 
		endcase
		end
		9'bx_001_11000: data1 = BrEq ? 20'b0_010_0_1_1_1_0000_0_00_000_00 : 20'b1_010_0_1_1_1_0000_0_00_000_00;
		9'bx_100_11000: data1 = BrLT ? 20'b1_010_0_1_1_1_0000_0_00_000_00 : 20'b0_010_0_1_1_1_0000_0_00_000_00;
		9'bx_101_11000: data1 = (BrLT == 0) ?20'b1_010_0_1_1_1_0000_0_00_000_00 : 20'b0_010_0_1_1_1_0000_0_00_000_00;
		9'bx_110_11000: data1 = BrLT ? 20'b1_010_0_0_1_1_0000_0_00_000_00 : 20'b0_010_0_0_1_1_0000_0_00_000_00;
		9'bx_111_11000: data1 = (BrLT == 0) ? 20'b1_010_0_0_1_1_0000_0_00_000_00 : 20'b0_010_0_0_1_1_0000_0_00_000_00 ;
		9'bx_xxx_01101: data1=20'b0_011_1_0_0_1_1010_0_00_000_01;
		9'bx_xxx_00101: data1=20'b0_011_1_0_1_1_0000_0_00_000_01;
		9'bx_xxx_11011 : data1 = 20'b1_100_1_0_1_1_0000_0_00_000_10;
		9'bx_000_11001: data1 = 20'b1_100_1_0_0_1_0000_0_00_000_10;
endcase
{PCSel1, ImmSel1, RegWEn1, BrUn1, ASel1, BSel1, ALUSel1, MemRW1, Wsel1,Rsel1,WBSel1} <= data1;
end
assign {PCSel, ImmSel, RegWEn, BrUn, ASel, BSel, ALUSel, MemRW, Wsel,Rsel,WBSel} = {PCSel1, ImmSel1, RegWEn1, BrUn1, ASel1, BSel1, ALUSel1, MemRW1, Wsel1,Rsel1,WBSel1};
endmodule
### flow/run.sh
#!/bin/bash
# OpenROAD 26Q1-2900-gdf79404cd8, Yosys 0.63+post, stock flow scripts
make -C /OpenROAD-flow-scripts/flow DESIGN_CONFIG=/design/flow/config.mk WORK_HOME=/design/flow/orfs finish
==> reports/qor.yml <==
hold-worst-slack_ns: 1.75
whs_path_depth: 6
initial_core_util_pct: 9.88
place_ws_ns: -0.285
ys_seq_share_pct: 0
postLayoutSetupSlackWorst_ns: 0.0429
fin_crit_ns: 2.66
placed_cell_area_sq_um: 983
syn_avg_cell_area_sq_um: 6.22
busiest_layer: "met1"
vias_per_cell: 4.01
synth.cell_area_sq_um: 460
fill_cells: 507
peakVddDrop_v: 0.0000510
logic_area_sq_um: 434
grt_max_degree: 15
cp_slowest_cell: "or4b_4"
grt_util_met2_pct: 7.58
pin_count: 31
ys_types: 37
flops: 0
antenna-diode-count: 0
hold_viol_final: 0
period_used_pct: 98.4
worst-setup-path-type: "in -> out"
drt_iter0_drc: 49
max-cap-violations: 0
stdcell_area_sq_mm: 0.00101
cellLeakagePower_nw: 0.455
die-height_microns: 89
slowest_delay_ns: 0.59
clkbuf_count: 0
status: "finished, final reports clean"
lay_top_cells: "buf_4 (24), clkdlybuf4s50_1 (19), dlygate4sd2_1 (9)"
holdBufCountCts: 0
synth_cells: 74
num_vias: 717
tns_ns: 0
grt_use_met3_pct: 1.74
hold_start: "addr[7]"
routedWlPerCell_microns: 12.0
seq_area_sq_um: 0
p_per_area_mw_per_mm2: 101
final_cells: 179
grt_use_total_pct: 5.43
cp-start-kind: "input port"
slew_headroom_pct: 79.8
critical_path.top_delay_family: "simple AND/OR/NAND/NOR gates"
crit_path_end_kind: "output pin"
coreArea_sq_mm: 0.00466
first_global_vias: 699
antenna_found_initial: 0
hpwl_microns: 1880
die_w_microns: 89
port_buffers: 31
globalplace.congestion: 0.791
worst-endpoint-required_ns: 2.16
wl_microns: 2150
worst_pin_slew_ns: 0.302
die_area_sq_mm: 0.00792
layout-drive-gt1-share_pct: 31.2
p_total_mw: 0.103
hold_path_class: "in -> out"
dr.pass1.iters: 4
hold_end: "ALUSel[3]"
rsz0062_at_grt: "yes"
lay_top_count: "buf_4"
clock.fmax_ghz: 0.376
yosys_area_sq_um: 460
gr-total-overflow: 0
ys_warn_count: 1
rows: 25
dp.cells: 177
drv_slew: 0
cp_max_fo: 4
grt_use_met1_pct: 8.33
ys_cells: 74
critical_path.cell_chain: "dlygate4sd2_1 > or4b_4 > a21oi_2 > and3_1 > clkdlybuf4s50_1"
final_util_pct: 21.8
drtAntennaViolNets: 0
grt_pass1_wl_microns: 3480
setup_viol: 0
tool_warnings: 33
area_growth_pct: 120
drcViolationCount: 0
arrival_ns: 2.12
worst-path-buf-inv: 2
-- power breakdown --
group          internal [mW]  total [mW]  switching [mW]
registers                  0           0               0
clock network              0           0               0
logic                 0.0595       0.103          0.0432
-- logic make-up after synthesis --
group | Yosys count | share of synthesized area, %
and+or+nand+nor | 46 | 63.3
AOI/OAI and AO/OA | 19 | 26.6
buffers and inverters | 9 | 10.1
-- cell usage after synthesis, drive strengths merged --
master   instances  share of area [%]
a21oi            3                3.3
a2bb2oi          2                3.8
a31oi            1                1.4
a32o             1                2.2
and2             1                1.4
and3             3                4.1
and3b            2                4.1
and4bb           1                2.7
buf              2                4.1
clkbuf           4                3.5
inv              3                2.4
nand2            6                4.9
nand2b           2                2.7
nand3            4                4.3
nand3b           1                1.6
nand4            1                1.4
nand4bb          1                3.5
nor2             6                4.9
nor2b            3                4.1
nor3             6                6.5
nor3b            1                1.6
nor4b            1                1.9
nor4bb           1                2.2
o211ai           2                3.3
o21ai            7                7.6
o21bai           1                1.6
o31a             1                1.9
o31ai            1                1.6
or2              1                1.4
or2b             2                3.8
or3              1                1.4
or3b             1                1.9
or4b             1                3.0
-- metal layers --
layer	up-vias	routed length, microns
met2	24	825
li1	382	-
met1	311	1130
met3	0	200
met4	0	0
met5	-	0
-- final cells by class --
type	count	share of cell area, %
tap	54	6.66
timing repair buffer	57	49.4
inverter	3	1.11
multi-input combinational	65	42.8
-- how the worst max path moves through the flow --
| stage | slack, ns | start | to | cells after the start |
|---|---|---|---|---|
| CTS | 0.02 | addr[4] | ALUSel[0] | 5 |
| global route | -0.01 | addr[0] | ImmSel[0] | 6 |
| finish | 0.04 | addr[4] | ALUSel[0] | 5 |
-- timing repair --
item	4_1_cts	5_1_grt
buffers inserted	1	1
pin swaps	4	1
endpoints found under the setup margin	20	10
resized	14	7
Power is estimated from default activity; no workload was simulated.

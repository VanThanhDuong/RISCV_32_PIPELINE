--- ./constraint.sdc ---
current_design muxwb

set clk_period 10.9
set clk_io_pct 0.2

create_clock -name clk0 -period $clk_period

set non_clock_inputs [all_inputs -no_clocks]
set_input_delay [expr $clk_period * $clk_io_pct] -clock clk0 $non_clock_inputs
set_output_delay [expr $clk_period * $clk_io_pct] -clock clk0 [all_outputs]
--- ./config.mk ---
export PLATFORM = sky130hd
export DESIGN_NAME = muxwb
export DESIGN_NICKNAME = muxwb
export VERILOG_FILES = /design/flow/design.v
export SDC_FILE = /design/flow/constraint.sdc
export NUM_CORES = 4
export LEC_CHECK = 1
export CORE_AREA = 10 10 92 92
export DIE_AREA = 0 0 102 102
--- ./design.v ---
module muxwb(WBsel, mem, wb, alu, pc4);	
parameter length=32;	
input [length-1:0] mem, alu, pc4;	
input[1:0] WBsel;	
output [length-1:0] wb;	
assign wb = (WBsel==2'b00)? mem:	
	    (WBsel==2'b01)? alu:
	    (WBsel==2'b10)? (pc4):
		(pc4 + 32'd4);
endmodule	
--- ./run.sh ---
#!/bin/bash
# OpenROAD 26Q1-2900-gdf79404cd8, Yosys 0.63+post, stock flow scripts
make -C /OpenROAD-flow-scripts/flow DESIGN_CONFIG=/design/flow/config.mk WORK_HOME=/design/flow/orfs finish
==> impl_metrics.json <==
{
  "post-cts-setup-buffers": 0,
  "crit_required_ps": 8720,
  "ir_worst_vdd_mv": 0.0214,
  "leakage_uw": 0.000871,
  "critPathCaptureType": "primary output",
  "synth_cell_types": 43,
  "critPathSlowestCell": "or4_2",
  "cts_resized": 0,
  "tightest_slew_ps": 657,
  "num_antenna_cells": 0,
  "numPortBuffers": 130,
  "power_density_nw_per_um2": 34.2,
  "vias": 2203,
  "relSlewSlack_pct": 56.1,
  "yosysCellCount": 227,
  "finalSetupViolations": 0,
  "top_area_share_pct": 13.8,
  "synth_xor_xnor_area_share_pct": 4.02,
  "dieArea_um2": 10400,
  "avgViaCountPerCell": 5.28,
  "antenna_found_initial": 0,
  "core-area_um2": 6460,
  "crit_fanout": 19,
  "io_pins": 130,
  "gp_congestion": 0.845,
  "finalSetupTns_ps": 0,
  "max_freq_mhz": 139,
  "cap_violations": 0,
  "place_ws_ps": 3780,
  "yosys_area_um2": 1530,
  "die_h_um": 102,
  "mux_share_pct": 2.79,
  "max_stage_delay_ps": 780,
  "postSynthSeqShare_pct": 0,
  "min_path_cells": 4,
  "grt_pass1_vias": 2183,
  "status": "finished, final reports clean",
  "fp.dieW_um": 102,
  "top_cells_by_area": "a211oi_1 (14%), nor2b_1 (11%), or4_1 (8.9%)",
  "finalCritPeriodShare_pct": 65.8,
  "final_cell_area_um2": 2800,
  "nClkBuffers": 0,
  "postSynthCellCount": 227,
  "common_cells": "a211oi_1 (28), nor2b_1 (28), a31oi_1 (21)",
  "synthSimpleGateAreaFrac_pct": 46.1,
  "track_usage_pct": 12.8,
  "top_area_cell": "a211oi_1",
  "ys_top_logic_family": "simple AND/OR/NAND/NOR gates",
  "routed_wl_um": 7070,
  "overflow": 0,
  "synthesis.area_um2": 1530,
  "crit_buf_inv": 2,
  "ys_sh_adder_pct": 0.820,
  "rows": 29,
  "aoi_share_pct": 37.2,
  "dr.pass1.iters": 6,
  "drive_above_1_share_pct": 5.59,
  "min_path_type": "in2out",
  "drtIter0Drc": 124,
  "hold_viol": 0,
  "report.final.slew_viol_count": 0,
  "rsz0062_at_grt": "false",
  "cp.depth": 6,
  "finalCriticalPeriod_ps": 7180,
  "ff_count": 0,
  "regArea_um2": 0,
  "arrival_ps": 5000,
  "areaGrowthSynthToFinish_pct": 83.8,
  "cp_common_cell": "clkdlybuf4s50_1",
  "cp-start-kind": "primary input",
  "synth_area_per_cell_um2": 6.72,
  "cts-hold-fix-buffers": 0,
  "yosysWarnings": 0,
  "crit_type": "in2out",
  "grt_first_pass_wirelength_um": 11000,
  "warning_count": 32,
  "place.detailed.hpwl_um": 5760,
  "worstPathCellList": "clkdlybuf4s50_1, and4_2, nand3_1, or4_2, a31oi_1, clkdlybuf4s50_1",
  "fp-utilization_pct": 23.6,
  "placedInstanceArea_um2": 2800,
  "path_delay_family": "simple AND/OR/NAND/NOR gates",
  "fillCellCount": 669,
  "logic_area_um2": 1390,
  "grt_max_degree": 67,
  "setup_ws_ps": 3720,
  "avgRoutedWirePerCell_um": 16.9,
  "ant_nets": 0,
  "route.detailed.drc": 0
}
-- logic make-up after synthesis --
family                     Yosys count
AOI/OAI and AO/OA                   82
and+or+nand+nor                    111
muxes                                3
xor gates and xnor gates             7
adders and majority gates            1
buffers and inverters               23
-- through the flow --
stage                     hold WS (ps)  total power, uW  util (%)  instances
final                             5290             95.9      43.4        417
after global routing              5320              106      43.4        417
after CTS                         5300             97.6      43.4        417
after detailed placement          5300             97.0      43.4        417
after global placement            5290             96.9      43.4        417
after floorplan                   4420             31.3         -        227
-- metal layers --
metal / vias to the layer above / track usage (%) / wire, um
li1: 1160 / - / -
met1: 948 / 17.2 / 3210
met2: 90 / 20.0 / 3030
met3: 5 / 4.43 / 791
met4: 0 / 1.19 / 42
met5: - / 0 / 0
-- report_power, final --
group | internal, uW | total, uW | switching [uW]
Sequential | 0 | 0 | 0
Combinational | 62.8 | 95.9 | 33.0
Clock | 0 | 0 | 0
-- worst paths after layout --
check / from / to / slack [ps]
hold / removal: pc4[0] / wb[0] / 5290
setup / recovery: pc4[5] / wb[19] / 3720
-- placed cells by master (no fill, tap or decap), types with 3 or more instances in the layout --
master,count
o21ai_0,6
nor4_1,4
or3_1,4
a211oi_1,28
nand3_1,9
a31oi_1,21
xnor2_1,5
or4_1,18
nor2b_1,28
nand2_1,20
clkdlybuf4s50_1,128
nand4_1,5
nor3_1,3
a21oi_1,7
inv_1,4
o31ai_1,13
o41ai_1,4
-- final cells by class --
class | instances | area share [%]
tap | 77 | 3.44
multi-input combinational | 204 | 49.4
timing repair buffer | 132 | 46.6
inverter | 4 | 0.535
Power and IR drop assume default switching activity.
